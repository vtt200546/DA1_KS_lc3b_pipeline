==> flow/design.v <==
`timescale 1ns/1ps
`default_nettype none
module mem_stage_fixed (
    input  wire        mem_v,
    input  wire [15:0] mem_ir,
    input  wire [15:0] mem_npc,
    input  wire [15:0] mem_address,      
    input  wire [15:0] mem_alu_result,    
    input  wire [2:0]  mem_cc,            
    input  wire [2:0]  mem_drid,
    input  wire [10:0] mem_cs,
    input  wire [15:0] mem_store_data,    
    input  wire        dcache_r,          
    input  wire [15:0] dcache_dout,       
    output wire        dcache_en,
    output wire [1:0]  dcache_we,         
    output wire [15:0] dcache_addr,
    output wire [15:0] dcache_din,
    output wire        mem_stall,
    output wire [1:0]  mem_pcmux,         
    output wire [15:0] target_pc,
    output wire [15:0] trap_pc,
    output wire        sr_v_in,
    output wire [15:0] sr_npc_in,
    output wire [15:0] sr_ir_in,
    output wire [15:0] sr_address_in,
    output wire [15:0] sr_alu_result_in,
    output wire [15:0] sr_data_in,
    output wire [2:0]  sr_drid_in,
    output wire [3:0]  sr_cs_in,          
    output wire        v_mem_ld_reg,
    output wire        v_mem_ld_cc,
    output wire        v_mem_br_stall
);
    wire br_op      = mem_cs[0];
    wire uncond_op  = mem_cs[1];
    wire trap_op    = mem_cs[2];
    wire br_stall   = mem_cs[3];
    wire cs_dcen    = mem_cs[4];
    wire dcache_rw  = mem_cs[5];      
    wire data_size  = mem_cs[6];      
    wire [1:0] dr_valuemux = {mem_cs[8], mem_cs[7]};  
    wire ld_reg     = mem_cs[9];
    wire ld_cc      = mem_cs[10];
    wire is_word  = (data_size == 1'b1);
    wire is_write = (dcache_rw == 1'b1);
    assign dcache_en   = mem_v & cs_dcen;
    assign dcache_addr = mem_address;
    assign dcache_we =
        (!dcache_en)                 ? 2'b00 :
        (!is_write)                  ? 2'b00 :
        (is_word)                    ? 2'b11 :
        (mem_address[0] == 1'b0)     ? 2'b01 :   
                                       2'b10 ;   
    assign dcache_din =
        (is_word) ? mem_store_data :
        (mem_address[0] == 1'b0) ? {8'h00, mem_store_data[7:0]} :
                                   {mem_store_data[7:0], 8'h00};
    assign mem_stall = dcache_en & ~dcache_r;
    wire [7:0]  byte_sel      = (mem_address[0] == 1'b0) ? dcache_dout[7:0] : dcache_dout[15:8];
    wire [15:0] mem_load_data = (is_word) ? dcache_dout : {{8{byte_sel[7]}}, byte_sel};
    wire br_taken = (mem_ir[11] & mem_cc[2]) |
                    (mem_ir[10] & mem_cc[1]) |
                    (mem_ir[9]  & mem_cc[0]);
    assign target_pc = mem_address;
    assign trap_pc = dcache_dout;
    assign mem_pcmux =
        (!mem_v)                        ? 2'b00 :
        (trap_op)                       ? 2'b10 :
        (uncond_op)                     ? 2'b01 :
        (br_op & br_taken)              ? 2'b01 :
                                          2'b00 ;
    assign sr_v_in          = (mem_stall) ? 1'b0 : mem_v;
    assign sr_npc_in        = mem_npc;
    assign sr_ir_in         = mem_ir;
    assign sr_address_in    = mem_address;
    assign sr_alu_result_in = mem_alu_result;
    assign sr_data_in       = mem_load_data;
    assign sr_drid_in       = mem_drid;
    assign sr_cs_in         = {ld_cc, ld_reg, dr_valuemux};
    assign v_mem_ld_reg   = mem_v & ld_reg;
    assign v_mem_ld_cc    = mem_v & ld_cc;
    assign v_mem_br_stall = mem_v & br_stall;
endmodule
`default_nettype wire
==> flow/run.sh <==
#!/bin/bash
# OpenROAD 26Q1-2900-gdf79404cd8, Yosys 0.63+post, stock flow scripts
make -C /OpenROAD-flow-scripts/flow DESIGN_CONFIG=/design/flow/config.mk WORK_HOME=/design/flow/orfs finish
==> flow/config.mk <==
export PLATFORM = sky130hd
export DESIGN_NAME = mem_stage_fixed
export DESIGN_NICKNAME = mem_stage_fixed
export VERILOG_FILES = /design/flow/design.v
export SDC_FILE = /design/flow/constraint.sdc
export NUM_CORES = 4
export LEC_CHECK = 1
export CORE_AREA = 10 10 114 114
export DIE_AREA = 0 0 124 124
==> flow/constraint.sdc <==
current_design mem_stage_fixed

set clk_period 2.2
set clk_io_pct 0.2

create_clock -name clk0 -period $clk_period

set non_clock_inputs [all_inputs -no_clocks]
set_input_delay [expr $clk_period * $clk_io_pct] -clock clk0 $non_clock_inputs
set_output_delay [expr $clk_period * $clk_io_pct] -clock clk0 [all_outputs]
==> flow_summary.ini <==
; yosys + openroad results
[placed_design]
gp_congestion = 0.861
placed_area_um2 = 1830
portBuffers = 116
dp.cells = 319
dpl_worst_slack_ps = -491
dp_hpwl_mm = 4.40

[run_status]
status = completed

[synthesis]
synth_cells = 183
yosys-stat-area_um2 = 1360
ys_seq_share_pct = 0
yosysUniqueCellTypes = 21
syn_area_um2 = 1360
avgSynthCellArea_um2 = 7.42
ys_cells = 183
ys_warn_count = 0

[floorplan]
fp_util_pct = 13.0
io_pins = 276
chip_area_um2 = 15400
die_x_um = 124
rows = 37
design.core.area_um2 = 10400
dieHeight_um = 124

[critical_path]
slowest_stage = clkdlybuf4s50_1
max_stage_delay_ps = 460
cp.required_ps = 1760
crit_chain = clkdlybuf4s15_2 > buf_6 > nor2b_4 > buf_12 > clkbuf_16 > a22o_1 > clkdlybuf4s50_1
startpoint_type = primary input
path_class = primary input to output port
cp.arrival_ps = 1720
path_max_fanout = 4
crit_path_end_kind = output port

[drt]
ant_nets = 0
wl_per_cell_um = 15.9
first_pass_iters = 4
via_per_inst = 3.25
wl_mm = 5.09
drc = 0
n_antenna_cell = 0
vias = 1044
drt-initial-drc-count = 26

[timing]
fmax_mhz = 464
post-route-min-period_ps = 2160
setup_viol = 0
slew_headroom_pct = 85.2
rsz0062_at_grt = no
worst_slew_pin_slew_ps = 223
hold_viol = 0
fin_crit_sh_pct = 98.0
layout_setup_ws_ps = 43.6
hold_ws_ps = 880
maxSlewViolCount = 0

[flow_run]
drv_cap = 0
warning_count = 32

[grt]
gr-total-overflow = 0
grt_max_degree = 23
grt_pass1_wl_mm = 6.53
antenna_found_initial = 0
grt_util_all_layers_pct = 5.38
grt_pass1_vias = 1080

[final_layout]
drive_gt1_share_pct = 13.0
finalNonFillerCells = 321
area_delta_synth_final_pct = 39.8
seq_cells = 0
clkbuf_count = 0
lay_top_cells = 105 x clkdlybuf4s50_1, 14 x and2_1, 8 x a22o_1
fin_area_um2 = 1900
layout_top_cell = clkdlybuf4s50_1
seq_area_um2 = 0

[power]
comb_power_share_pct = 100.0
p_leak_nw = 0.778
p_int_uw = 252
p_switching_uw = 83.4
power_density_nw_per_um2 = 177
total_power_uw = 336
vdd_drop_max_mv = 0.0557
pwr-share-seq_pct = 0
clockPowerShare_pct = 0
p_sw_share_pct = 24.8

[min_path]
hold_depth = 0
holdCritPathClass = primary input to output port

[clock_network]
hold_buffers = 0
-- cells in the mapped netlist --
library cell / number / area [µm²]
nand2b_4: 1 / 13.8
a21boi_0: 1 / 7.51
a22o_1: 8 / 70.1
o21ai_0: 7 / 35.0
mux2_1: 1 / 11.3
mux2_2: 6 / 67.6
clkbuf_1: 2 / 7.51
buf_4: 119 / 893
nor2b_4: 1 / 13.8
buf_6: 3 / 33.8
a22oi_1: 1 / 7.51
mux2_4: 2 / 30.0
nor2_1: 4 / 15.0
inv_1: 1 / 3.75
nand2b_1: 1 / 6.26
nand3_1: 1 / 5.00
mux2i_1: 1 / 10.0
and2_1: 14 / 87.6
a211oi_1: 1 / 7.51
nand2_1: 7 / 26.3
a21oi_1: 1 / 5.00
-- timing repair --
item / 4_1_cts / 5_1_grt
resized: 15 / 6
gates cloned: 0 / 1
setup endpoints to repair: 36 / 5
pin swaps: 0 / 3
buffers inserted: 0 / 1
-- critical path: cells and delay by family --
kind / cells / cell delay (ps)
buf+inv: 5 / 1050
simple gates: 1 / 120
compound gates: 1 / 110
-- cell type report --
class	count	area, µm²
fillers	1147	8520
repair buffers	126	1290
multi-input cells	58	434
well taps	136	170
inverters	1	3.75
-- per-layer routing --
metal | GRT usage (%) | up-vias | part of all wire [%]
met4 | 1.58 | 0 | 2.6
met3 | 3.76 | 20 | 21
met2 | 8.94 | 109 | 44
li1 | - | 474 | -
met1 | 5.29 | 441 | 32
met5 | 0 | - | 0
-- power groups by stage --
stage,Clock [mW],Sequential (mW),Combinational [mW]
final,0,0,0.336
after global routing,0,0,0.367
after CTS,0,0,0.340
-- worst paths after layout --
check,start,to
worst max-delay path,mem_cs[6],dcache_din[14]
worst min-delay path,mem_address[1],dcache_addr[1]
-- per-stage QoR --
| stage | setup TNS [ps] | util [%] |
|---|---|---|
| floorplan | 0 | - |
| global placement | -10530 | 17.5 |
| detailed placement | -10570 | 17.5 |
| CTS | 0 | 17.6 |
| global route | 0 | 18.2 |
| finish | 0 | 18.2 |
-- logic make-up (layout without fill, tap and decap cells) --
logic type / Yosys count / after routing / share of synthesized area (%)
AOI/OAI and AO/OA: 19 / 19 / 9.77
buffers and inverters: 125 / 127 / 69.1
muxes: 10 / 10 / 8.76
and+or+nand+nor: 29 / 29 / 12.3
Power is estimated from default activity; no workload was simulated.
