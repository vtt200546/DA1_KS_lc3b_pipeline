--- config.mk ---
export PLATFORM = sky130hd
export DESIGN_NAME = RegFile
export DESIGN_NICKNAME = RegFile
export VERILOG_FILES = /design/flow/design.v
export SDC_FILE = /design/flow/constraint.sdc
export NUM_CORES = 4
export LEC_CHECK = 1
export CORE_UTILIZATION = 30
--- constraint.sdc ---
current_design RegFile

set clk_period 2.6
set clk_io_pct 0.2

create_clock -name clk0 -period $clk_period [get_ports {clk}]

set non_clock_inputs [all_inputs -no_clocks]
set_input_delay [expr $clk_period * $clk_io_pct] -clock clk0 $non_clock_inputs
set_output_delay [expr $clk_period * $clk_io_pct] -clock clk0 [all_outputs]
--- design.v ---
`timescale 1ns/1ps
`default_nettype none
module RegFile(
    input  wire        clk,
    input  wire [2:0]  sr1,
    input  wire [2:0]  sr2,
    input  wire [2:0]  dr,
    input  wire [15:0] data_in,
    input  wire        we,
    output wire [15:0] sr1_out,
    output wire [15:0] sr2_out
);
    reg [15:0] R [0:7];
    integer i;
    initial begin
        for (i = 0; i < 8; i = i + 1) begin
            R[i] = 16'h0000;
        end
    end
    always @(posedge clk) begin
        if (we) begin
            R[dr] <= data_in;
        end
    end
    assign sr1_out = R[sr1];
    assign sr2_out = R[sr2];
endmodule
`default_nettype wire
--- run.sh ---
#!/bin/bash
# OpenROAD 26Q1-2900-gdf79404cd8, Yosys 0.63+post, stock flow scripts
make -C /OpenROAD-flow-scripts/flow DESIGN_CONFIG=/design/flow/config.mk WORK_HOME=/design/flow/orfs finish
==> flow_metrics.tcl <==
# flow metrics
set metrics [dict create \
    status "complete, no violations" \
    final.min_clock_period_ps 2577 \
    layout_worst_path_cycle_share_pct 99.11 \
    worstMarginPinSlew_ps 340.0 \
    share_comb_of_total_power_pct 10.8 \
    cts_tree "built" \
    yosysTopAreaCell "edfxtp_1" \
    p_per_area_nw_per_um2 645.7 \
    ioPinCount 59 \
    final_common_cell "edfxtp_1" \
    layout_setup_ws_ps 23.15 \
    grt_usage_pct 14.17 \
    largest_reg_flops 128 \
    max_cap_viol_count 0 \
    worstHoldPathCells 1 \
    ys_cells 255 \
    grt_pass1_wl_mm 19.53 \
    layout_top_cells "128 x edfxtp_1, 54 x clkdlybuf4s50_1, 34 x mux4_2" \
    yosys-top-cells-area "edfxtp_1 64%, mux4_1 24%, mux2_2 6.0%" \
    fp-row-count 51 \
    syn_area_per_cell_sq_um 23.70 \
    grt_setup_unrepaired "true" \
    drtPass1Iterations 4 \
    arrival_ps 2060 \
    min_path_type "in -> reg" \
    cp_top_family "multiplexers" \
    fin_setup_tns_ps 0 \
    yosysSeqAreaShare_pct 63.59 \
    grt.overflow.total 0 \
    cp_num_buf_inv 3 \
    cts.path.max_buffers 2 \
    clock-sinks 128 \
    fin_cells 616 \
    grt_pass1_vias 3321 \
    antenna_found_initial 0 \
    ys.flops 128 \
    ys_warn_count 1 \
    root_buffer "clkbuf_16" \
    dpl.hpwl_mm 7.675 \
    die-area_sq_um 20720 \
    ys_area_sq_um 6045 \
    coreArea_sq_um 19590 \
    post_cts_buffers 0 \
    cts_buffers 17 \
    gp_congestion 0.7279 \
    dp.cells 580 \
    ant_nets 0 \
    path_depth 5 \
    io_buffers 58 \
    end_kind "output port" \
    wire_per_inst_um 21.41 \
    die_h_um 143.9 \
    via_per_inst 4.963 \
    initCoreUtil_pct 30.86 \
    slew_violations 0 \
    power.switching_uw 982.6 \
    hold_ws_ps 847.6 \
    max_stage_delay_ps 560 \
    cp-start-kind "input port" \
    wl_mm 13.19 \
    required_ps 2080 \
    seqPwrFrac_pct 47.9 \
    max_freq_ghz 0.3881 \
    num_antenna_cells 0 \
    pre_cts_ws_ps -240.1 \
    final_core_util_pct 39.15 \
    crit_chain "buf_8 -> buf_12 -> mux4_1 -> mux2_2 -> clkdlybuf4s50_1" \
    crit_slowest_cell "mux4_1" \
    grt_max_degree 17 \
    drc_errors 0 \
    synth_cells 255 \
    path_class "in -> out" \
    clk_pin_slew_ps 50 \
    critPathMaxFanout 10 \
    top_area_share_pct 63.59 \
    p_int_mw 3.969 \
    die_x_um 143.9 \
    vias 3057 \
    layout-drive-gt1-share_pct 33.62 \
    mappedNetlistArea_sq_um 6045 \
    hold_viol 0 \
    warnings 27 \
    p_leak_nw 2.556 \
    swShare_pct 19.84 \
    irDropWorstVdd_v 0.0004096 \
    top_regs "R (128)" \
    area_growth_pct 26.87 \
    cts_max_level 4 \
    slew_headroom_pct 77.26 \
    regMostFlops "R" \
    drtIter0Drc 143 \
    clock_power_share_pct 41.3 \
    setup-violations-final 0 \
    synthDistinctLibCells 12 \
]
==> what timing repair did <==
action                                  in CTS  in global routing
hold buffers                                 0                  0
gates resized                               26                 27
pin swaps                                    0                  0
endpoints found under the setup margin      32                 22
gates cloned                                 4                  0
==> per-stage QoR <==
| stage | cell area, sq um | power (mW) |
|---|---|---|
| after CTS | 7739 | 4.987 |
| after floorplan | 6045 | 2.638 |
| final | 7669 | 4.952 |
| after global routing | 7669 | 5.131 |
| after global placement | 7077 | 2.898 |
| after detailed placement | 7077 | 2.904 |
==> routing by layer <==
metal / wire (um) / vias to the layer above / global-route usage (%) / part of all wire (%)
met5: 0 / - / 0 / 0
met2: 6733 / 152 / 23.01 / 51
li1: - / 1319 / - / -
met1: 4637 / 1570 / 17.54 / 35
met4: 201 / 0 / 1.792 / 1.5
met3: 1617 / 16 / 7.872 / 12
==> final cells by class <==
cell class,instances,area [sq um]
fillers,1747,11920
repair buffers,82,974.7
multi-input cells,109,2006
well taps,265,331.6
clock buffers,21,440.4
clock inverters,11,72.57
flip-flops and latches,128,3844
==> final timing paths <==
kind | slack [ps] | end | startpoint
setup / recovery | 20 | sr2_out[11] | sr2[0]
hold / removal | 850 | R[6][10] | data_in[10]
==> cell families after synthesis <==
group | share of synthesized area [%]
AND/OR/NAND/NOR | 0.9729
buffers and inverters | 2.153
multiplexers | 33.29
flip-flops | 63.59
==> cell usage after synthesis (all sizes together) <==
master  count
mux2       32
buf        14
edfxtp    128
nor2        6
nor3        2
nand2       2
clkbuf      4
mux4       64
nand2b      3
==> power groups by stage <==
stage / Combinational [mW] / Sequential [mW] / Clock, mW
6_report: 0.536 / 2.37 / 2.04
5_1_grt: 0.577 / 2.38 / 2.18
4_1_cts: 0.535 / 2.37 / 2.08
Power figures rest on the tool's default switching activity, not on a simulated workload.
